==> design/flow/design.v <==
`timescale 1ns / 1ps
module CenterRegisters(
    input clk,
    input [31:0] Inst_in, PC_in, readData1_in, readData2_in, const_in, aluRes_in, MemRead_in, writeTomem, addbranch_in,
    input zero_in, RegDst_in, ALUsrc_in, RegWrite_in, MemReadd_in, MemWrite_in, Branch_in, Jump_in,
    input [2:0] MemtoReg_in,
	 input [1:0] ALUOP_in,
    input [4:0] rd_in,
    output reg [31:0] Inst_out, PC_out, readData1_out, readData2_out, const_out, aluRes_out, MemRead_out,addbranch_out,
    output reg zero_out, RegDst_out, ALUsrc_out, RegWrite_out, MemReadd_out, MemWrite_out, Branch_out, Jump_out,
    output reg [2:0] MemtoReg_out,
    output reg [4:0] rd_out,
	 output reg [1:0] ALUOP_out
);
reg [66:0] Reg1;   
reg [112:0] Reg2;  
reg [111:0] Reg3;  
reg [78:0] Reg4;  
always @(posedge clk) begin
    Reg1[31:0] <= Inst_in;
    Reg1[63:32] <= PC_in;
	 Reg1[64] <= Reg4[76];
	 Reg1[65] <= Reg4[77];
	 Reg1[66] <= Reg4[78];
    Reg2[31:0] <= readData1_in;
    Reg2[63:32] <= readData2_in;
    Reg2[95:64] <= const_in;
    Reg2[100:96] <= rd_in;
	 Reg2[101] <= ALUsrc_in;
	 Reg2[102] <= MemReadd_in;
	 Reg2[103] <= MemWrite_in;
	 Reg2[104] <= Branch_in;
	 Reg2[107:105] <= MemtoReg_in;
	 Reg2[108] <= RegDst_in;
	 Reg2[109] <= RegWrite_in;
	 Reg2[110] <= Jump_in;
	 Reg2[112:111] <= ALUOP_in;
	 Reg2[144:113] <= Reg1[63:32];
    Reg3[0] <= zero_in;
    Reg3[32:1] <= aluRes_in;
    Reg3[64:33] <= writeTomem;
    Reg3[69:65] <= Reg2[100:96];
	 Reg3[70] <= Reg2[101];
	 Reg3[71] <= Reg2[102];
	 Reg3[72] <= Reg2[103];
	 Reg3[73] <= Reg2[104];
	 Reg3[76:74] <= Reg2[107:105];
	 Reg3[77] <= Reg2[108];
	 Reg3[78]<= Reg2[109];
	 Reg3[79] <= Reg2[110];
	 Reg3[111:80]<=addbranch_in;
	 Reg3[143:112] <= Reg2[144:113];
    Reg4[31:0] <= MemRead_in;
    Reg4[63:32] <= Reg3[32:1];
    Reg4[68:64] <= Reg3[96:65];
	 Reg4[69] <= Reg3[70];
	 Reg4[70] <= Reg3[71];
	 Reg4[71] <= Reg3[72];
	 Reg4[72] <= Reg3[73];
	 Reg4[75:73] <= Reg3[76:74];
	 Reg4[76] <= Reg3[77];
	 Reg4[77] <= Reg3[78];
	 Reg4[78] <= Reg3[79];
end
always @(*) begin
    Inst_out = Reg1[31:0];
    PC_out = Reg1[63:32];
    RegDst_out = Reg1[64];
    RegWrite_out = Reg4[77];
    Jump_out = Reg1[66];
	 ALUOP_out = Reg2[112:111];
    readData1_out = Reg2[31:0];
    readData2_out = Reg2[63:32];
    const_out = Reg2[95:64];
    rd_out = Reg4[68:64];
    ALUsrc_out = Reg2[101];
    MemReadd_out = Reg2[102];
    MemWrite_out = Reg2[103];
    Branch_out = Reg3[73];
    MemtoReg_out = Reg2[107:105];
    zero_out = Reg3[0];
    aluRes_out = Reg4[63:32];
    MemRead_out = Reg3[64:33];
	 addbranch_out = Reg3[111:80];
end
endmodule
==> design/flow/run.sh <==
#!/bin/bash
# OpenROAD 26Q1-2900-gdf79404cd8, Yosys 0.63+post, stock flow scripts
make -C /OpenROAD-flow-scripts/flow DESIGN_CONFIG=/design/flow/config.mk WORK_HOME=/design/flow/orfs finish
==> design/flow/config.mk <==
export PLATFORM = sky130hd
export DESIGN_NAME = CenterRegisters
export DESIGN_NICKNAME = CenterRegisters
export VERILOG_FILES = /design/flow/design.v
export SDC_FILE = /design/flow/constraint.sdc
export NUM_CORES = 4
export LEC_CHECK = 1
export CORE_AREA = 10 10 228 228
export DIE_AREA = 0 0 238 238
==> design/flow/constraint.sdc <==
current_design CenterRegisters

set clk_period 1.0
set clk_io_pct 0.2

create_clock -name clk0 -period $clk_period [get_ports {clk}]

set non_clock_inputs [all_inputs -no_clocks]
set_input_delay [expr $clk_period * $clk_io_pct] -clock clk0 $non_clock_inputs
set_output_delay [expr $clk_period * $clk_io_pct] -clock clk0 [all_outputs]
==> reports/metrics.yaml <==
status:
  outcome: "complete, but fails checks"
  violations: "negative setup slack"
sta:
  max_freq_mhz: 855
  worst_pin_slew_ns: 0.142
  finClkSkew_ns: 0.0203
  setup_violations: 274
  final_critical_path_setup_slack_ns: -0.169
  relSlewSlack_pct: 90.5
  rsz0062_at_grt: "true"
  finalHoldViolations: 0
  report.final.slew_viol_count: 0
  fin_crit_ns: 1.17
  finalClockPeriodUsage_pct: 117
  whs_ns: 0.0953
flow_run:
  warnings: 59
  maxCapViolCount: 0
clocking:
  postCtsHoldBufs: 0
  cts.sinks: 325
  cts-root-buf: "clkbuf_16"
  clock_latency_ns: 0.54
  cts_tree: "done"
  clk_pin_slew_worst_paths_ns: 0.06
  cts_buffer_depth: 3
  cts_inserted_buffers: 36
  htreeDepth: 2
yosys:
  top_cell_area_share_pct: 81.1
  yosys_register_bits: 325
  syn-cell-area_um2: 8020
  synth.avg_cell_area_um2: 15.2
  yosys_warnings: 6
  ys_cells: 527
  synth_top_cell_by_area: "dfxtp_1"
  ys_area_um2: 8020
  synth_cells: 527
  yosysUniqueCellTypes: 2
  topCellsByArea: "dfxtp_1 (81%), buf_4 (19%)"
  seq_area_frac_synth_pct: 81.1
layout:
  lay_top_cells: "clkdlybuf4s50_1 (274), dfxtp_1 (271), buf_2 (261), dfxtp_2 (54), clkbuf_16 (37)"
  nFillCells: 4822
  nMultiInputCombCells: 0
  comb_area_um2: 0
  lay_top_count: "clkdlybuf4s50_1"
  flop_area_um2: 6570
  drive_above_1_share_pct: 41.6
  area_growth_pct: 59.2
critical_path:
  required_ns: 0.80
  path_delay_family: "flip-flops"
  worst-setup-path-type: "reg -> out"
  critical_path.startpoint_type: "flip-flop"
  cp_cell_sequence: "buf_6"
  critPathCaptureType: "output port"
  cp_max_fo: 1
  crit_slowest_cell: "dfxtp_2"
  arrival_ns: 0.97
  cpPeakStageDelay_ns: 0.32
  path_buffers: 1
route:
  first_pass_iters: 3
  drtAntennaViolNets: 0
  drtIter0Drc: 84
  wire_per_inst_um: 17.1
  drc_errors: 0
  vias: 4697
  viasPerCell: 3.04
  routed_wl_um: 26500
placed_design:
  pre_cts_ws_ns: -0.106
  io_buffers: 548
  dp_hpwl_um: 21100
  gp_congestion: 0.787
power_and_ir_drop:
  power_uw: 29000
  powerDensity_nw_per_um2: 2270
  irDropWorstVdd_mv: 1.47
  p_leak_uw: 0.00553
floorplanning:
  fp-utilization_pct: 17.2
  placement_rows: 79
  die_area_um2: 56600
  ios: 581
  die_h_um: 238
  core_um2: 46800
  die_w_um: 238
global_routing:
  overflow: 0
  antenna_found_initial: 9
  grt_max_degree: 15
  grt_usage_pct: 8.87
  grt_pass1_vias: 5198
  grt_pass1_wl_um: 36400
min_path:
  hold_class: "in -> reg"
## synth_stat cells
cell type and instances:
buf_4 202, dfxtp_1 325
## state kept, by name, indices dropped and copies added, names as in the netlist
register,flops
Reg2,113
Reg3,106
Reg1,66
Reg4,40
## final cells by class
cell class              instances  share of cell area (%)
repair buffers                549                    32.9
flip-flops and latches        325                    51.5
clock inverters                15                    1.37
diodes                          1                  0.0196
well taps                     607                    5.95
clock buffers                  49                    8.31
## routing by layer
layer,GRT usage [%],vias to the layer above,wire length (um)
met3,6.26,61,4410
met5,0,-,53
met2,14.6,357,12400
li1,-,2191,-
met4,2.31,10,781
met1,8.89,2078,8840
## logic make-up after synthesis
logic type	share of synthesized area (%)
flip-flops	81.1
buffers and inverters	18.9
## per-stage QoR
| step | TNS, ns | cell area (um^2) | utilization (%) | instances |
|---|---|---|---|---|
| global route | -51.09 | 12800 | 27.3 | 1545 |
| CTS | -51.54 | 12700 | 27.1 | 1545 |
| finish | -36.69 | 12800 | 27.3 | 1546 |
| detailed placement | -0.323 | 12800 | 27.3 | 1481 |
| floorplan | 0 | 8020 | - | 527 |
| global placement | -0.305 | 12800 | 27.3 | 1481 |
## final timing paths
path                                   endpoint          start  cells after the start  slack, ns
worst min-delay path                   Reg3[14]  aluRes_in[13]                      1        0.1
worst min register to register         Reg4[49]       Reg3[18]                      0       0.32
worst max-delay path            MemRead_out[13]       Reg3[46]                      1      -0.17
worst max register to register         Reg4[68]       Reg3[69]                      0       0.54
## power by group
group | switching [uW] | internal (uW)
registers | 155 | 13700
logic | 336 | 1310
clock network | 5260 | 8250
total | 5750 | 23200
## timing repair
action | in CTS | in global routing
endpoints found under the setup margin | 274 | 274
setup buffers | 0 | 0
gates resized | 950 | 27
Power figures rest on the tool's default switching activity, not on a simulated workload.
