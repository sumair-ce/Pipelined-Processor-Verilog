$ cat ./design.v
`timescale 1ns / 1ps
module ALU(
    input [31:0] in_1, in_2,
    input [1:0] ALUop,
	 input [31:0] offset_temp,
	 input [5:0] Opcod,
    output reg [31:0] result,
    output reg [31:0] result2,
    output reg zeroflag,
	 output reg notequalflag,
	 output reg evenflag,
    input ALUsource
);
always @(ALUop, ALUsource, in_1, in_2, Opcod, offset_temp) begin
	if (ALUsource==1'b0) begin
    case (ALUop)
        2'b00: begin result = in_1 + in_2; end
        2'b01: begin result = in_2 - in_1;  end
        2'b10: begin result = in_1 * in_2; end
        2'b11: begin result = in_2 - in_1; end
        default: result = 32'hxxxxxxxx;
    endcase end
	 else if (ALUsource==1'b1) begin
	 case (Opcod)
		6'b000110: begin result = in_1 + offset_temp;end 
		6'b000111: begin result2 = in_1 | offset_temp; result = 32'hxxxxxxxx;end
		6'b001000: begin result2 = in_1 - offset_temp; result = 32'hxxxxxxxx;end
		6'b001010: begin result2 = in_1 - offset_temp; result = 32'hxxxxxxxx;end 
		6'b101010: begin result2 = in_1 + offset_temp; result = 32'hxxxxxxxx;end  
		default: begin result = in_1 + offset_temp;end
	 endcase
	 end
end
always @(result,result2) begin
    zeroflag = (result == 0) ? 1'b1 : 1'b0;
	 notequalflag = (result != 0) ? 1'b1 : 1'b0;
	 evenflag = ((result2 %2) ==0 )  ? 1'b1 : 1'b0;
end
endmodule
$ cat ./run.sh
#!/bin/bash
# OpenROAD 26Q1-2900-gdf79404cd8, Yosys 0.63+post, stock flow scripts
make -C /OpenROAD-flow-scripts/flow DESIGN_CONFIG=/design/flow/config.mk WORK_HOME=/design/flow/orfs finish
$ cat ./config.mk
export PLATFORM = sky130hd
export DESIGN_NAME = ALU
export DESIGN_NICKNAME = ALU
export VERILOG_FILES = /design/flow/design.v
export SDC_FILE = /design/flow/constraint.sdc
export NUM_CORES = 4
export LEC_CHECK = 1
export CORE_UTILIZATION = 30
$ cat ./constraint.sdc
current_design ALU

set clk_period 20.8
set clk_io_pct 0.2

create_clock -name clk0 -period $clk_period

set non_clock_inputs [all_inputs -no_clocks]
set_input_delay [expr $clk_period * $clk_io_pct] -clock clk0 $non_clock_inputs
set_output_delay [expr $clk_period * $clk_io_pct] -clock clk0 [all_outputs]
==> flow_summary.ini <==
; flow metrics
[synthesis]
ys_warn_count = 1
netlist_area_um2 = 23500
yosysCellCount = 2882
top_area_cell = fa_1
synth.distinct_cells = 76
avgSynthCellArea_um2 = 8.15
synth-edff-count = 0
flop_cell = dlxtn_1
async_reset_ff_frac = 0
syn_inst = 2882
ys_ff = 32
synth_top_area_share = 0.350
ys_chip_area_um2 = 23500
top_cells_by_area = fa_1 35%, ha_1 13%, and2_1 8.3%, inv_1 7.8%, nand2_1 4.9%

[sta]
unclocked_regs = 32
setup_viol = 0
tns_ps = 0
unconstrained_endpoints = 65
rsz0062_at_grt = false
drv_slew = 0
fmax_mhz = 59.2
maxSlewHeadroom = 0.411
finalClockPeriodUsage = 0.812
hold_violations = 0
worstMarginPinSlew_ps = 876
period_minus_slack_ps = 16890

[drt]
vias = 20100
n_antenna_cell = 0
routed_wl_um = 76400
ant_nets = 0
drtPass1Iterations = 5
routedWlPerCell_um = 19.1
drc = 0
drt_first_iter_violations = 1258
viasPerCell = 5.03

[grt]
grt_max_degree = 37
grt_pass1_wl_um = 121000
overflow = 0
grt_pass1_vias = 20900
track_usage = 0.205
antenna_found_initial = 0

[cts]
ctsResizeCount = 0
cts_hold_buffers = 0
postCtsSetupRepairBufs = 0

[floorplanning]
die-area_um2 = 79400
chipHeight_um = 282
die_x_um = 282
coreArea_um2 = 77500
ios = 172
core_util_floorplan = 0.303
rows = 102

[worst_setup_path]
critical_path_required_ps = 16640
critPathLaunchType = input port
cp.arrival_ps = 12730
path_class = input port to output pin
crit_fanout = 29
endpoint_kind = output pin

[flow_run]
cap_violations = 0
warning_count = 95

[layout]
finalNonFillerCells = 4004
area_delta_synth_final_pct = 12.5
largest_register_ffs = 32
utilization = 0.341
drive_above_1_share = 0.0304

[place]
portBuffers = 172
place_inst = 4004
hpwl_um = 60600
gp_congestion = 0.950

[run_status]
status = completed

[hold_path]
hold_path.class = input port to output pin
min_path_cells = 5
min_to = result[1]
hold_start = ALUop[1]
## layout by cell type (no fill, tap or decap), types with 18 or more instances in the layout
cell type        count
a211oi_1            20
nor4_1              18
nand2_1            305
nor3_1              34
nor2_1             123
dlxtn_1             32
a21oi_1            118
nand3_1             26
xnor2_1            122
fa_1               411
a221oi_1            20
clkdlybuf4s50_1    172
a21o_1              34
o21ai_0             69
a31oi_1             29
and2_1             313
o22ai_1             36
xor2_1              39
buf_4               69
o21bai_1            22
inv_1              488
ha_1               250
## metal layers
metal,share of wire,vias to the layer above,global-route usage
li1,-,9376,-
met1,0.43,9710,0.287
met2,0.44,914,0.310
met3,0.094,124,0.0615
met4,0.041,0,0.0668
met5,0,-,0.000611
## worst max path at each step
stage | from | slack [ps] | cells after the start | to
6_report | in_1[8] | 3910 | 28 | zeroflag
5_1_grt | in_1[8] | 3470 | 28 | zeroflag
4_1_cts | in_1[8] | 3980 | 28 | zeroflag
## kinds of logic after synthesis
| family | synth area share |
|---|---|
| AOI/OAI and AO/OA | 0.136 |
| xor gates and xnor gates | 0.0610 |
| adders and majority gates | 0.483 |
| buffers and inverters | 0.104 |
| latches | 0.0205 |
| muxes | 0.00352 |
| and+or+nand+nor | 0.192 |
## synthesized netlist by cell type, types with 7 or more instances
cell type / count
a211oi_1: 20
a21o_1: 34
a21oi_1: 118
a221oi_1: 20
a22oi_1: 13
a31oi_1: 29
and2_1: 313
and3_1: 11
buf_1: 9
clkbuf_1: 143
dlxtn_1: 32
fa_1: 411
ha_1: 250
inv_1: 488
nand2_1: 305
nand2b_1: 13
nand3_1: 26
nand4_1: 10
nor2_1: 123
nor3_1: 34
nor4_1: 18
o211ai_1: 11
o21ai_0: 69
o21bai_1: 22
o221a_2: 7
o221ai_1: 11
o22ai_1: 36
o31ai_1: 13
or3_1: 8
or4_1: 7
xnor2_1: 122
xor2_1: 39
## metrics by stage
step	area (µm²)	worst slack [ps]	hold WS, ps
floorplan	23500	5620	8560
CTS	26400	3980	9600
global route	26400	3470	9670
detailed placement	26400	4040	9600
global placement	26400	4100	9600
finish	26400	3910	9600
## critical path, stage by stage
cell and delay [ps]:
clkdlybuf4s50_1 500, buf_4 450, nand2_1 140, fa_1 410, inv_1 70, fa_1 430
fa_1 540, inv_1 50, fa_1 480, inv_1 50, fa_1 500, inv_1 60
fa_1 530, inv_1 50, fa_1 400, fa_1 500, ha_1 430, nand2_1 110
nor3_1 220, nand4_1 180, nand3_1 240, xnor2_1 190, a221oi_1 180, a2111oi_0 490
and4b_1 270, and4_1 390, and4b_1 240, clkdlybuf4s50_1 450
## layout make-up
class	count	area (µm²)
Sequential cell	32	480
Multi-Input combinational cell	2203	20600
Tap cell	1040	1300
Fill cell	8053	51000
Inverter	488	1830
Timing Repair Buffer	241	2240
